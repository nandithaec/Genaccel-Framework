$ cat flow/design.v
`timescale 1ns / 1ps
(*DONT_TOUCH = "YES"*)
module control_unit#(
    parameter BRAM_DEPTH = 2  
)(
        input clk,
        input reset,
        input enable,
        output reg enable_cu,
        output reg compute_ready,
        output reg write_mode,  
        output reg [BRAM_DEPTH - 1: 0] address
    );
    reg temp_cu;
    reg reset_delay;
    always@(posedge clk) begin
        if(reset) begin
            enable_cu <= 0;
            temp_cu <= 0;
            write_mode <= 0;
            address <= 0;
        end
        else begin
            (*DONT_TOUCH = "YES"*){enable_cu, temp_cu} <= {temp_cu, enable};
            temp_cu <= enable;
            if(enable_cu) begin
                write_mode <= 0;
                address <= address + 1'b1;
            end
        end
    end
    always@(posedge clk) begin
        if(reset) begin
            compute_ready <= 0;
        end
        else begin
            if(address == 1) begin
                compute_ready = 1;
            end
        end
    end
endmodule
$ cat flow/run.sh
#!/bin/bash
# OpenROAD 26Q1-2900-gdf79404cd8, Yosys 0.63+post, stock flow scripts
make -C /OpenROAD-flow-scripts/flow DESIGN_CONFIG=/design/flow/config.mk WORK_HOME=/design/flow/orfs finish
$ cat flow/config.mk
export PLATFORM = sky130hd
export DESIGN_NAME = control_unit
export DESIGN_NICKNAME = control_unit
export VERILOG_FILES = /design/flow/design.v
export SDC_FILE = /design/flow/constraint.sdc
export NUM_CORES = 4
export LEC_CHECK = 1
export CORE_AREA = 10 10 70 70
export DIE_AREA = 0 0 80 80
$ cat flow/constraint.sdc
current_design control_unit

set clk_period 1.0
set clk_io_pct 0.2

create_clock -name clk0 -period $clk_period [get_ports {clk}]

set non_clock_inputs [all_inputs -no_clocks]
set_input_delay [expr $clk_period * $clk_io_pct] -clock clk0 $non_clock_inputs
set_output_delay [expr $clk_period * $clk_io_pct] -clock clk0 [all_outputs]
==> reports/qor.yml <==
outcome: "finished, final reports clean"
syn_area_um2: 171
hpwl_um: 335
top_cell: "dfxtp_1"
grt_pass1_vias: 173
n_antenna_cell: 0
area_growth_pct: 110
critical_path_class: "register to register"
htreeDepth: 1
antenna_found_initial: 0
cellPowerDensity_nw_per_um2: 1430
rsz0062_at_grt: "no"
critPathSlowestCell: "dfxtp_2"
final_hold_viol_count: 0
synth-warning-count: 1
drtIter0Drc: 1
path_cells: "buf_4 -> inv_1 -> ha_4 -> a211oi_2"
vias_per_cell: 1.96
yosysUniqueCellTypes: 9
setup_tns_ns: 0
slew_viol_final: 0
edf_count: 0
numCtsBuffers: 3
dr.pass1.iters: 2
dieWidth_um: 80
min_period_ns: 0.948
yosys_area_um2: 171
synth.avg_cell_area_um2: 10.1
start_kind: "register"
setup_violations: 0
required_ns: 1.16
syn_inst: 17
grt_pass1_wl_um: 731
drive_above_1_share_pct: 43.3
cts_hold_buf: 0
routedWlPerCell_um: 5.59
cts_max_path_buffers: 2
ys_cells: 17
clk-insertion-delay-late_ns: 0.24
async_flop_share_pct: 0
post-route-period-util_pct: 94.8
wl_um: 425
top_cells_by_count: "dfxtp_1 (5), nor2_1 (4), nor2b_1 (2)"
cap_viol_max_count: 0
peakVddDrop_mv: 0.320
fp_util_pct: 5.02
clkSinkCount: 5
cts_tree: "done"
grt_max_degree: 6
critPathMaxFanout: 2
drc: 0
arrival_ns: 1.11
finalWeightedCongestion: 0.707
ioPinCount: 8
die_h_um: 80
p_total_uw: 515
cp_slowest_stage_delay_ns: 0.31
via_count: 149
yosys-top-cells-area: "dfxtp_1 (58%), nor2_1 (8.8%), ha_1 (7.3%)"
grt_overflow: 0
ys.flops: 5
endpoint_kind: "register"
top_area_share_pct: 58.4
hold_class: "register to register"
ant_nets: 0
core_um2: 3420
io_buffers: 6
rows: 21
root_buffer: "clkbuf_4"
yosysTopAreaCell: "dfxtp_1"
skew_ns: 0.00534
power_leakage_nw: 0.130
dieArea_um2: 6400
warnings: 25
fmax_ghz: 1.06
cts.clk_slew.worst_paths_ns: 0.04
ys_seq_share_pct: 58.4
grt_usage_pct: 1.62
synth-main-ff-cell: "dfxtp_1"
-- flip-flops by register name, indices dropped and copies added, names as in the netlist --
signal / count
address: 2
enable_cu: 1
temp_cu: 1
compute_ready: 1
-- path summary, 6_finish.rpt --
check,from,endpoint,slack (ns),cells after the start
setup / recovery,address[1],address[1],0.05,4
hold reg to reg,temp_cu,enable_cu,0.44,1
hold / removal,temp_cu,enable_cu,0.44,1
setup reg to reg,address[1],address[1],0.05,4
-- report_power, final --
part | switching, mW | internal, mW
registers | 0.00482 | 0.213
logic | 0.0221 | 0.0409
clock network | 0.0827 | 0.151
total | 0.110 | 0.405
-- metrics by stage --
stage / std cells / setup WS [ns] / util, % / instance area (µm²) / hold slack (ns)
CTS: 76 / 0.00805 / 9.93 / 339 / 0.440
global route: 76 / 0.0146 / 10.5 / 360 / 0.463
floorplan: 17 / 0.124 / - / 171 / 0.272
detailed placement: 70 / -0.00850 / 8.68 / 297 / 0.430
global placement: 70 / -0.00279 / 8.68 / 297 / 0.433
finish: 76 / 0.0524 / 10.5 / 360 / 0.438
-- cells in the final DEF (no fill, tap or decap), drive strengths merged --
master	count
clkdlybuf4s50	2
ha	1
clkbuf	4
inv	1
nor2b	2
a211oi	1
conb	1
dfxtp	5
xnor2	1
buf	4
clkdlybuf4s15	4
nor2	4
-- worst max-delay path, delay by kind of cell, from the launching register on --
| kind | cells | cell delay (ns) |
|---|---|---|
| flops | 1 | 0.31 |
| fa+ha+maj | 1 | 0.20 |
| compound gates | 1 | 0.15 |
| buf+inv | 2 | 0.20 |
-- logic make-up (layout without fill, tap and decap cells) --
| logic type | count (synthesis) | after routing | share of synthesized area [%] |
|---|---|---|---|
| AND/OR/NAND/NOR | 6 | 6 | 16.1 |
| flip-flops | 5 | 5 | 58.4 |
| buffers and inverters | 2 | 15 | 6.57 |
| adder cells (fa/ha/maj) | 1 | 1 | 7.30 |
| other | 1 | 1 | 2.19 |
| AND-OR/OR-AND | 1 | 1 | 4.38 |
| XOR/XNOR | 1 | 1 | 5.11 |
-- metal layers --
| metal | global-route usage, % | part of all wire [%] | up-vias |
|---|---|---|---|
| met1 | 1.73 | 47 | 62 |
| met2 | 1.52 | 27 | 11 |
| li1 | - | - | 76 |
| met3 | 2.61 | 26 | 0 |
| met5 | 0 | 0 | - |
| met4 | 0.352 | 0 | 0 |
-- timing repair --
action	CTS	global route
resized	9	5
buffers inserted	2	0
pin swaps	1	0
setup endpoints to repair	4	4
-- final cells by class --
class	count	area [µm²]
Inverter	1	3.75
Tap cell	46	57.6
Multi-Input combinational cell	10	77.6
Timing Repair Buffer	10	90.1
Sequential cell	5	105
Clock buffer	4	26.3
Fill cell	401	3060
